<file path="design/flow/run.sh">
#!/bin/bash
# OpenROAD 26Q1-2900-gdf79404cd8, Yosys 0.63+post, stock flow scripts
make -C /OpenROAD-flow-scripts/flow DESIGN_CONFIG=/design/flow/config.mk WORK_HOME=/design/flow/orfs finish
</file>
<file path="design/flow/constraint.sdc">
current_design ALU

set clk_period 8.4
set clk_io_pct 0.2

create_clock -name clk0 -period $clk_period

set non_clock_inputs [all_inputs -no_clocks]
set_input_delay [expr $clk_period * $clk_io_pct] -clock clk0 $non_clock_inputs
set_output_delay [expr $clk_period * $clk_io_pct] -clock clk0 [all_outputs]
</file>
<file path="design/flow/config.mk">
export PLATFORM = sky130hd
export DESIGN_NAME = ALU
export DESIGN_NICKNAME = ALU
export VERILOG_FILES = /design/flow/design.v
export SDC_FILE = /design/flow/constraint.sdc
export NUM_CORES = 4
export LEC_CHECK = 1
export CORE_AREA = 10 10 100 100
export DIE_AREA = 0 0 110 110
</file>
<file path="design/flow/design.v">
module ALU (
    input [7:0] a,
    input [7:0] b,
    input carryIn,
    input overflowIn,
    input [3:0] operation,
    output reg negative,
    output reg overflow,
    output reg zero,
    output reg carry,
    output reg [8:0] f 
);
always @ (a, b, carryIn, overflowIn, operation)
begin 
    casez (operation)
        4'h00:  
        begin
            f = a+b+carryIn;
            carry = f[8];
            overflow = (a[7]^f[7])&(b[7]^f[7]);
        end
        4'h01:  
        begin
            f = a-b-~carryIn;
            carry = ~f[8];
            overflow = (a[7]^f[7])&(b[7]^f[7]);
        end
        4'h02:  
        begin
            f = a^b;
            carry = carryIn;
            overflow = overflowIn;
        end
        4'h03:  
        begin
            f = a|b;
            carry = carryIn;
            overflow = overflowIn;
        end
        4'h04:  
        begin
            f = a&b;
            carry = carryIn;
            overflow = overflowIn;
        end
        4'h05:  
        begin
            f = a+1'b1;
            carry = carryIn;
            overflow = overflowIn;
        end
        4'h06:  
        begin
            f = a-1'b1;
            carry = carryIn;
            overflow = overflowIn;
        end
        4'h07:  
        begin
            f = {carryIn,b[7:1]};
            carry = b[0];
            overflow = overflowIn;
        end
        4'h08:  
        begin
            f = {b[6:0],carryIn};
            carry = b[7];
            overflow = overflowIn;
        end
        4'h09:  
        begin
            f = {b[6:0],1'b0};
            carry = b[7];
            overflow = overflowIn;
        end
        4'h0a:  
        begin
            f = {1'b0, b[7:1]};
            carry = b[0];
            overflow = overflowIn;
        end
        default:   
        begin
            f=a;
            carry=1'b0;
            overflow=overflowIn;
        end
    endcase
    negative = f[7];
    zero = (f==0)?1'b1:1'b0;
end
endmodule
</file>
==> results.txt <==
Item: results of the latest flow run.

- The flow ran to the end, and the final reports show no timing, DRC or antenna violations.
- Summing the sequential cell areas from Yosys gives 0% of the chip area.
- The clock network is responsible for 0% of the overall power.
- The area recorded from the Yosys report for this design is 2380 sq um.
- The pin count of the biggest net entering global routing is 19.
- The critical path class is input port to output port.
- Looking at the critical path, the highest net fanout was 8.
- The library cells used most frequently in the layout, excluding fill and tap cells, are sky130_fd_sc_hd__clkdlybuf4s50_1, sky130_fd_sc_hd__ha_1, sky130_fd_sc_hd__nor2_1.
- The internal power of the cells totals 0.0000755 W.
- The post-synthesis share of cell area spent on full adders, half adders and majority gates is 21.3%.
- The slew at the pin with the worst max-slew slack is 734 ps.
- The half-perimeter wire length after detailed placement is 6750 microns.
- The final weighted congestion recorded by global placement is 1.01.
- The report puts the hold buffer count at CTS at 0.
- The via-per-instance ratio is 5.61.
- The worst endpoint data arrival time is 5650 ps.
- The clock buffers instantiated in the layout total 0.
- The initial antenna violation count was 0.
- The dominant delay contributor by cell family on the critical path is buffers and inverters.
- Warnings reported by Yosys during synthesis add up to 1.
- The max-slew violation total from the final report is 0.
- The largest incremental delay on the critical path is 660 ps.
- The count of nets left with antenna violations once routing finished came out at 0.
- The number of top-level pins is 35.
- The first-pass GRT wire length is 13300 microns.
- The maximum VDD drop is 0.0000220 V.
- In this run the critical path is formed by clkdlybuf4s50_1, inv_1, fa_1, inv_1, ha_1, o211ai_1, nand2_1, a221oi_1, mux2i_1, a31oi_1, nor2_1, and4b_1, clkdlybuf4s50_1.
- In this run the cell area measured after placement is 2790 sq um.
- The element type at the critical path start is an input port.
- The detailed router reported a total wirelength of 8280 microns.
- The layout report lists the combined flip-flop and latch area as 0 sq um.
- The number of cells in the yosys synthesis report is 333.
- The total buffers and inverters traversed by the critical path is 4.
- The worst path needs 7330 ps of the cycle, external delays included.
- The final hold violation count recorded for this run is 0.
- The vertical die dimension reported for this design is 110 microns.
- The total of buffers placed on input and output ports is 35.
- The chip occupies 12100 sq um.
- The routed length per instance is 18.0 microns.
- The multiplexer fraction of the synthesized cell area is 3.69%.
- The antenna diode instance count is 0.
- In this run the cell area of the synthesized design comes to 2380 sq um.
- The number of endpoints failing setup at the final stage is 0.
- The signed area change from the synthesized netlist to the final layout is 17.3%.
- The violation tally recorded at the end of detailed-routing iteration 0 is 161.
- The number of global-route vias before repair is 2469.
- In the final layout, the fill cell count is 859.
- After routing, the total negative slack on setup checks comes to 0 ps.
- The netlist uses 71 different library cells.
- The endpoint class of the critical path is an output port.
- The initial utilization of the core area, before any placement, comes to 30.4%.
- The power density over the cells is 60.5 nW/um^2.
- The worst min-delay path category is input port to output port.
- The headroom to the max-slew limit is 50.7%.
- The launching instance or port of the critical path is a[0].
- The dominant kind of combinational cell is AND-OR/OR-AND gates.
- The logic area is 2140 sq um.
- The top cell type by area accounts for 17.9% of the synthesized area.
- The post-cts repair resize count is 0.
- The flop count is 0.
- Row generation in the floorplan step produced 32 rows.
- The DRC violation count after routing is 0.
- Per the cell usage report, the commonest logic cell in the layout is sky130_fd_sc_hd__clkdlybuf4s50_1.
- The library cell contributing the largest single delay on the critical path is sky130_fd_sc_hd__fa_1.
- The number of buffers added for setup after CTS is 0.
- In the global route stage, overall resource usage came out at 13.9%.
- Per the OpenROAD power report, leakage power amounts to 1.19 nW.
- The switching part of the total is 55.2%.
- The synthesis report lists the most area-consuming cells as sky130_fd_sc_hd__ha_1, sky130_fd_sc_hd__o21ai_0, sky130_fd_sc_hd__nor2_1.
- Of the cells placed in the final design, the portion with a size suffix greater than 1 is 8.36%.
- The switching component of the power was reported as 0.0000930 W.
- Per the synthesis report, the simple-gate share of the synthesized area is 29.4%.
- The sequential fraction of design power is 0%.
- The maximum achievable frequency is 0.136 GHz.
- The data required time reported for the critical path is 6720 ps.
- The finished cells cover 2790 sq um.
- After Yosys synthesis, AND-OR and OR-AND compound gates account for 33.0% of the synthesized area.
- The launch point of the worst min-delay path is recorded as overflowIn.
- The xor and xnor fraction of the mapped netlist area is 2.58%.
- The placeable core region is 7810 sq um.
- The first TritonRoute pass finished after 4 iterations.
- The share of the cycle needed by the critical path after routing is 87.3%.
- In this run the mean area of a mapped cell was 7.14 sq um.
- The leading area contributor after synthesis is sky130_fd_sc_hd__ha_1.
- Per the post-synthesis report, the number of cells in the design is 333.
- The width of the die is 110 microns.
- The count of maximum capacitance violations is 0.
- The share of power burned in combinational logic is 100.0%.
- Summing over the stages, the warning tally comes to 48.
- Per the GRT congestion report, total overflow comes to 0.
- Per the detail_route report, the via count comes to 2584.
- Setup repair after global routing left no endpoint under its margin.
power groups by stage:
stage | Combinational, W | Clock, W | Sequential [W]
CTS | 0.000168 | 0 | 0
global route | 0.000187 | 0 | 0
finish | 0.000168 | 0 | 0
logic make-up (layout without fill, tap and decap cells):
logic type	after synthesis	count (layout)
simple gates	120	120
mux	8	8
fa+ha+maj	38	38
compound gates	114	114
xor+xnor	7	7
buf+inv	46	72
layer usage:
metal | vias to the layer above | GRT usage (%) | wire length [microns]
met3 | 10 | 2.23 | 576
li1 | 1292 | - | -
met4 | 0 | 1.95 | 143
met2 | 81 | 21.8 | 3670
met5 | - | 0 | 0
met1 | 1201 | 19.9 | 3900
area by class of cell:
class | instances | share of cell area, %
tap | 102 | 4.58
timing repair buffer | 44 | 15.0
inverter | 28 | 3.77
multi-input combinational | 287 | 76.7
path summary, 6_finish.rpt:
kind / endpoint / cells past startpoint
setup / recovery: zero / 13
hold / removal: overflow / 4
synthesized netlist by cell type (6+ instances only):
library cell	count
sky130_fd_sc_hd__nor3_1	9
sky130_fd_sc_hd__clkbuf_1	7
sky130_fd_sc_hd__a21oi_1	20
sky130_fd_sc_hd__nand2_1	24
sky130_fd_sc_hd__nand3_1	8
sky130_fd_sc_hd__o21ai_0	23
sky130_fd_sc_hd__a21o_1	9
sky130_fd_sc_hd__nand2b_1	6
sky130_fd_sc_hd__a31oi_1	6
sky130_fd_sc_hd__inv_1	25
sky130_fd_sc_hd__nor2_1	29
sky130_fd_sc_hd__o31ai_1	7
sky130_fd_sc_hd__ha_1	34
stage by stage:
step | setup slack (ps) | instances | hold WS [ps] | total power [W] | utilization (%)
6_report | 1070 | 461 | 4340 | 0.000168 | 35.7
5_1_grt | 854 | 461 | 4380 | 0.000187 | 35.7
4_1_cts | 1060 | 461 | 4350 | 0.000168 | 35.7
3_5_place_dp | 1060 | 461 | 4350 | 0.000167 | 35.7
3_3_place_gp | 1100 | 461 | 4340 | 0.000166 | 35.7
2_1_floorplan | 2740 | 333 | 3460 | 0.000108 | -
Power figures rest on the tool's default switching activity, not on a simulated workload.
