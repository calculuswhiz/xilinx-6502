### design/flow/run.sh
#!/bin/bash
# OpenROAD 26Q1-2900-gdf79404cd8, Yosys 0.63+post, stock flow scripts
make -C /OpenROAD-flow-scripts/flow DESIGN_CONFIG=/design/flow/config.mk WORK_HOME=/design/flow/orfs finish
### design/flow/config.mk
export PLATFORM = sky130hd
export DESIGN_NAME = PC
export DESIGN_NICKNAME = PC
export VERILOG_FILES = /design/flow/design.v
export SDC_FILE = /design/flow/constraint.sdc
export NUM_CORES = 4
export LEC_CHECK = 1
export CORE_AREA = 10 10 97 97
export DIE_AREA = 0 0 107 107
### design/flow/constraint.sdc
current_design PC

set clk_period 2.7
set clk_io_pct 0.2

create_clock -name clk0 -period $clk_period [get_ports {clk}]

set non_clock_inputs [all_inputs -no_clocks]
set_input_delay [expr $clk_period * $clk_io_pct] -clock clk0 $non_clock_inputs
set_output_delay [expr $clk_period * $clk_io_pct] -clock clk0 [all_outputs]
### design/flow/design.v
module PC
(
	input clk,
	input load_pc_h,
	input load_pc_l,
    input L_inc,
    input H_inc,     
	input [7:0]    PCL_in,
	input [7:0]    PCH_in,
	output [7:0]   PCL_out,
	output [7:0]   PCH_out
);
reg [15:0] data;
initial
begin
	data = 16'h0;
end
always @ (posedge clk)
begin 
    if (L_inc)
        data=data+1'b1;
    else if (H_inc)
    begin
        data[15:8]=data[15:8]+1'b1;
        data[7:0] =data[7:0];
    end
    else if (load_pc_h|load_pc_l)
    begin
    	data [15:8] = load_pc_h?PCH_in:data[15:8];
    	data [7:0] = load_pc_l?PCL_in:data[7:0];
    end
end
assign PCL_out = data [7:0];
assign PCH_out = data [15:8];
endmodule : PC
==> results.json <==
{
  "wirelength_um": 3350,
  "drt-initial-drc-count": 43,
  "critPathKind": "in -> reg",
  "dieArea_mm2": 0.0114,
  "cts-resized-gates": 0,
  "antenna_cells": 0,
  "cts_tree": "yes",
  "cp_num_buf_inv": 3,
  "maxCapViolCount": 0,
  "hold_class": "reg -> reg",
  "cts_hold_buffers": 0,
  "r2r_start": "data[8]",
  "drive_gt1_share_pct": 10.5,
  "pwr-share-clk_pct": 23.2,
  "critPathSlowestCell": "clkdlybuf4s50_1",
  "post-place-cells": 248,
  "initCoreUtil_pct": 15.5,
  "switchingPower_mw": 0.226,
  "r2r.worst_path.cells": 5,
  "yosys_cells": 116,
  "n_fill_cell": 814,
  "via_per_inst": 4.02,
  "place.gp.congestion": 0.811,
  "setup_viol": 0,
  "slew_headroom_pct": 73.5,
  "antenna_found_initial": 0,
  "io-pin-count": 37,
  "avgSynthCellArea_um2": 9.77,
  "crit_cells": 6,
  "numSynthFlops": 16,
  "grt_overflow": 0,
  "area_leaders": "edfxtp_1, nor2_1, xor2_1, a21oi_1, nand3_1",
  "warnings": 25,
  "fmax_ghz": 0.510,
  "die_y_um": 107,
  "core_area_mm2": 0.00729,
  "critPathRequiredTime_ns": 2.69,
  "powerDensity_mw_per_mm2": 478,
  "antenna_left": 0,
  "clk_pin_slew_ns": 0.06,
  "syn_inst": 116,
  "die_w_um": 107,
  "grt_pass1_vias": 1002,
  "worst_pin_slew_ns": 0.396,
  "vdd.ir_drop.worst_mv": 0.182,
  "min_from": "data[14]",
  "numPortBuffers": 36,
  "grt_max_degree": 20,
  "met2_usage_pct": 8.17,
  "crit_path_start": "L_inc",
  "cts-root-buf": "clkbuf_8",
  "cts_buffers": 3,
  "cpMostUsedCell": "buf_4",
  "finalSetupTns_ns": 0,
  "cp_max_fo": 19,
  "end_kind": "flop",
  "vias": 1013,
  "rows": 31,
  "cts_setup_buffers": 0,
  "dp_hpwl_um": 2690,
  "fin_cells": 252,
  "synth_area_mm2": 0.00113,
  "status": "finished, final reports clean",
  "p_sw_share_pct": 28.6,
  "lay_top_count": "clkdlybuf4s50_1",
  "finalWorstSetupSlack_ns": 0.741,
  "yosys.stat.seqShare_pct": 42.4,
  "busiest_layer": "met1",
  "skew_ns": 0.00546,
  "ys_chip_area_mm2": 0.00113,
  "dr.pass1.iters": 4,
  "internal_power_mw": 0.565,
  "cpPeakStageDelay_ns": 0.61,
  "power_frac_comb_pct": 28.7,
  "rsz0062_at_grt": "false",
  "hold_depth": 1,
  "drc": 0,
  "cts-htree-levels": 1,
  "start_kind": "primary input",
  "finalHoldViolCount": 0,
  "largest_reg_flops": 16,
  "p_total_mw": 0.791,
  "p_seq_share_pct": 48.1,
  "path_cells": "clkdlybuf4s50_1, buf_4, buf_4, o41ai_2, a21oi_1, a311oi_2",
  "area_delta_synth_final_pct": 46.0,
  "grt_util_all_layers_pct": 5.79,
  "arrival_ns": 1.94,
  "clk_latency_ns": 0.25,
  "pre_cts_ws_ns": 0.483,
  "wl_per_cell_um": 13.3,
  "ys_types": 41,
  "use_met3_pct": 2.37,
  "clockBufferDepth": 2,
  "crit_family": "buffers and inverters",
  "p_leak_nw": 0.553,
  "fin_crit_ns": 1.96,
  "use_met1_pct": 8.51,
  "yosys.area.top_type": "edfxtp_1",
  "yosys_warnings": 1,
  "netlist.area_leader.share_pct": 42.4,
  "clkSinkCount": 16,
  "mostFrequentLayoutCells": "clkdlybuf4s50_1, edfxtp_1, nor2_1, nand3_1, a21oi_1",
  "finalClockPeriodUsage_pct": 72.6,
  "grt_pass1_wl_um": 5380,
  "drv_slew": 0,
  "holdWs_ns": 0.703
}
cell usage after synthesis:
| master | count |
|---|---|
| a211oi_1 | 3 |
| a21bo_2 | 1 |
| a21o_1 | 2 |
| a21oi_1 | 10 |
| a221oi_1 | 1 |
| a221oi_2 | 1 |
| a311oi_1 | 1 |
| a311oi_2 | 1 |
| a31oi_1 | 1 |
| and3_1 | 1 |
| and3_2 | 1 |
| and4_1 | 1 |
| and4_2 | 2 |
| buf_2 | 3 |
| clkbuf_1 | 2 |
| edfxtp_1 | 16 |
| ha_1 | 2 |
| inv_1 | 3 |
| mux2_2 | 1 |
| mux2i_1 | 2 |
| nand2_1 | 4 |
| nand2_2 | 1 |
| nand2b_1 | 2 |
| nand3_1 | 10 |
| nand4_1 | 2 |
| nand4_2 | 1 |
| nor2_1 | 15 |
| nor2b_1 | 1 |
| nor3_1 | 2 |
| nor4b_1 | 1 |
| o211ai_1 | 2 |
| o21ai_0 | 2 |
| o311ai_0 | 1 |
| o31ai_1 | 1 |
| o41ai_2 | 1 |
| or2_1 | 1 |
| or2_2 | 1 |
| or3_1 | 2 |
| or3b_1 | 1 |
| xnor2_1 | 4 |
| xor2_1 | 6 |
final timing paths:
| path | endpoint | slack, ns |
|---|---|---|
| max | data[14] | 0.74 |
| max reg2reg | data[14] | 0.86 |
| min reg2reg | data[14] | 0.70 |
| min | data[14] | 0.70 |
metrics by stage:
stage / cell area (µm²) / util (%)
floorplan: 1130 / -
global placement: 1610 / 22.1
detailed placement: 1610 / 22.1
CTS: 1660 / 22.7
global route: 1660 / 22.7
finish: 1660 / 22.7
layout make-up:
cell class / instances / area [µm²] / area share [%]
multi-input combinational: 92 / 619 / 37.4
sequential: 16 / 480 / 29.0
timing repair buffer: 38 / 375 / 22.7
tap: 99 / 124 / 7.48
clock buffer: 3 / 41.3 / 2.49
inverter: 3 / 11.3 / 0.680
clock inverter: 1 / 3.75 / 0.227
power groups by stage:
stage | sequential [mW] | clock, mW | combinational (mW)
after CTS | 0.381 | 0.192 | 0.233
after global routing | 0.390 | 0.203 | 0.255
final | 0.380 | 0.183 | 0.227
layer usage:
| metal | routed length, µm | share of wire (%) | up-vias |
|---|---|---|---|
| met5 | 0 | 0 | - |
| met4 | 17 | 0.51 | 0 |
| met3 | 277 | 8.3 | 2 |
| met2 | 1470 | 44 | 32 |
| met1 | 1580 | 47 | 461 |
| li1 | - | - | 518 |
worst reg2reg max path: stages, from the launching register on:
cell and delay (ns):
edfxtp_1 0.51, ha_1 0.25, nand3_1 0.22, o41ai_2 0.33, a21oi_1 0.12, a311oi_2 0.24
logic make-up (layout without fill, tap and decap cells):
kind of cell	after synthesis	count (layout)	share of synthesized area, %
AOI/OAI and AO/OA	28	28	18.4
DFF	16	16	42.4
buffers and inverters	8	45	2.98
muxes	3	3	2.76
and+or+nand+nor	49	49	23.5
adders and majority gates	2	2	2.21
xor gates and xnor gates	10	10	7.73
Power is estimated from default activity; no workload was simulated.
