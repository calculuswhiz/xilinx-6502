==> design/flow/design.v <==
module pulser
(
	input clk,
	input [11:0] low,
	input [11:0] high,
	output reg [11:0] to_seven_seg
);
reg [5:0] data;
initial
begin
	data = 0;
end
always @ (posedge clk)
begin
	if(data[5] == 1)  
		begin
			data = data+1'b1;
			to_seven_seg = low &  ~12'b000010000000;
		end
	else  
		begin
			data = data+1'b1;
			to_seven_seg = high & ~12'b000100000000;
		end
end
endmodule
==> design/flow/run.sh <==
#!/bin/bash
# OpenROAD 26Q1-2900-gdf79404cd8, Yosys 0.63+post, stock flow scripts
make -C /OpenROAD-flow-scripts/flow DESIGN_CONFIG=/design/flow/config.mk WORK_HOME=/design/flow/orfs finish
==> design/flow/config.mk <==
export PLATFORM = sky130hd
export DESIGN_NAME = pulser
export DESIGN_NICKNAME = pulser
export VERILOG_FILES = /design/flow/design.v
export SDC_FILE = /design/flow/constraint.sdc
export NUM_CORES = 4
export LEC_CHECK = 1
export CORE_AREA = 10 10 75 75
export DIE_AREA = 0 0 85 85
==> design/flow/constraint.sdc <==
current_design pulser

set clk_period 1.3
set clk_io_pct 0.2

create_clock -name clk0 -period $clk_period [get_ports {clk}]

set non_clock_inputs [all_inputs -no_clocks]
set_input_delay [expr $clk_period * $clk_io_pct] -clock clk0 $non_clock_inputs
set_output_delay [expr $clk_period * $clk_io_pct] -clock clk0 [all_outputs]
==> impl_metrics.tcl <==
# yosys + openroad results
set metrics [dict create \
    status "finished, final reports clean" \
    coreArea_sq_um 4058 \
    place_congestion 0.6713 \
    areaGrowthSynthToFinish_pct 80.17 \
    postCtsHoldBufs 0 \
    avgViaCountPerCell 3.271 \
    cp_top_family "buffers and inverters" \
    hp-class "reg -> reg" \
    grt_pass1_vias 524 \
    slowest_delay_ns 0.46 \
    die_h_microns 85 \
    path_clk_slew_ns 0.06 \
    critical_path_class "reg -> out" \
    die_area_sq_um 7225 \
    worstPathMaxFanout 1 \
    rsz0062_at_grt "false" \
    leakage_uw 0.0005100 \
    antenna_left 0 \
    ys_seq_elements 18 \
    cts_tree "built" \
    tns_ns 0 \
    drv_slew 0 \
    setup_viol 0 \
    whs_ns 0.4247 \
    root_buffer "clkbuf_8" \
    dp_hpwl_microns 1235 \
    skew_ns 0.001297 \
    min_period_ns 1.266 \
    worst_setup_path_startpoint "to_seven_seg[6]$_DFF_P_" \
    cts_buffers 3 \
    crit_chain "clkdlybuf4s50_1" \
    peakVddDrop_mv 0.3419 \
    cts_htree_levels 1 \
    synth_area_sq_um 599.3 \
    placementRows 23 \
    io_pins 37 \
    vias 422 \
    grt_usage_pct 3.793 \
    yosys_cells 41 \
    clock_latency_ns 0.24 \
    postCtsSetupBuffers 0 \
    drt_wl_total_microns 1360 \
    grt_pass1_wl_microns 2221 \
    cap_violations 0 \
    cts_buffer_depth 2 \
    drt_iter0_markers 4 \
    yosysWarnings 1 \
    tightest_slew_ns 0.1569 \
    r2r_start "data[5]$_DFF_P_" \
    syn_area_per_cell_sq_um 14.62 \
    critPathLaunchType "flip-flop" \
    seq_area_sq_um 367.9 \
    overflow 0 \
    ys_seq_share_pct 60.13 \
    drive_gt1_share_pct 29.11 \
    synthDistinctLibCells 12 \
    crit_arrival_ns 1.01 \
    layout.cells.non_filler 129 \
    max_freq_mhz 789.7 \
    drc 0 \
    power_density_nw_per_um2 967.0 \
    num-fill-cells 407 \
    logic_area_sq_um 224.0 \
    diodes 0 \
    finalClockPeriodUsage_pct 97.41 \
    worst-path-buf-inv 1 \
    crit_path_top_delay_cell "clkdlybuf4s50_1" \
    lay_top_count "clkdlybuf4s50_1" \
    hold_viol_final 0 \
    required_ns 1.04 \
    synthCells 41 \
    cts.sinks 18 \
    crit_path_end_kind "output port" \
    warning_count 27 \
    drt_first_pass_iters 3 \
    antenna_found_initial 0 \
    io_buffers 34 \
    fp.dieW_microns 85 \
    holdCritStartpoint "data[0]$_DFF_P_" \
    ys_area_sq_um 599.3 \
    power.total_uw 1044 \
    grt_max_degree 10 \
    place_inst 126 \
    slew_headroom_pct 89.53 \
    wire_per_inst_microns 10.54 \
    final_layout_top_logic_cells "24 x clkdlybuf4s50_1, 12 x dfxtp_1, 10 x dlymetal6s2s_1" \
    fp-utilization_pct 14.77 \
]
[layer usage]
layer / vias to the layer above / share of wire [%] / wire, microns / global-route usage, %
li1: 213 / - / - / -
met1: 190 / 37 / 506 / 3.201
met2: 19 / 50 / 683 / 6.880
met3: 0 / 13 / 170 / 3.276
met4: 0 / 0 / 0 / 0.1497
met5: - / 0 / 0 / 0
[cell type report]
class                   count  share of cell area, %
clock buffers               3                  3.824
inverters                   1                 0.3476
multi-input cells          21                  20.74
flip-flops and latches     18                  34.07
well taps                  50                  5.794
repair buffers             36                  35.23
[through the flow]
stage	utilization [%]	setup WS [ns]	cell area, sq um
after floorplan	-	0.3478	599.3
after global placement	24.79	0.2527	1006
after detailed placement	24.79	0.2476	1006
after CTS	25.81	0.003530	1047
after global routing	26.61	0.004020	1080
final	26.61	0.03365	1080
[registers in the layout (all words and copies together), names as in the netlist]
signal / cells
to_seven_seg: 12
data: 6
[Yosys cell counts (all sizes together)]
cell    n  share of area (%)
dfxtp  18                 60
and2    1                1.3
buf     1                1.9
xnor2   3                4.4
inv     1               0.63
and2b   1                1.5
ha      1                2.1
xor2    1                1.5
and3    1                1.0
mux2   10                 23
nand3   3                2.5
[power breakdown]
group | switching [uW] | leakage, uW | internal, uW
logic | 15.0 | 0.000339 | 98.1
registers | 3.69 | 0.000150 | 571
clock network | 151 | 0.0000216 | 205
total | 170 | 0.000510 | 874
[repair_timing]
| action | 4_1_cts | 5_1_grt |
|---|---|---|
| endpoints found under the setup margin | 0 | 11 |
| endpoints found under the hold margin | 0 | 0 |
| resized | 0 | 16 |
[logic make-up (layout without fill, tap and decap cells)]
kind of cell,Yosys count,in the layout,synth area share (%)
fa+ha+maj,1,1,2.087
xor+xnor,4,4,5.847
mux,10,10,23.17
buf+inv,2,40,2.504
simple gates,6,6,6.264
flops,18,18,60.13
[final timing paths]
path / end / slack, ns / depth (start not counted)
max: to_seven_seg[6] / 0.03 / 1
min: data[0]$_DFF_P_ / 0.42 / 1
max reg2reg: to_seven_seg[0]$_DFF_P_ / 0.35 / 2
min reg2reg: data[0]$_DFF_P_ / 0.42 / 1
No activity file was given, so power comes from the tool's default toggle rates.
